$ cat ./run.sh
#!/bin/bash
# OpenROAD 26Q1-2900-gdf79404cd8, Yosys 0.63+post, stock flow scripts
make -C /OpenROAD-flow-scripts/flow DESIGN_CONFIG=/design/flow/config.mk WORK_HOME=/design/flow/orfs finish
$ cat ./config.mk
export PLATFORM = sky130hd
export DESIGN_NAME = UART
export DESIGN_NICKNAME = UART
export VERILOG_FILES = /design/flow/design.v
export SDC_FILE = /design/flow/constraint.sdc
export NUM_CORES = 4
export LEC_CHECK = 1
export CORE_UTILIZATION = 30
$ cat ./constraint.sdc
current_design UART

set clk_period 2.9
set clk_io_pct 0.2

create_clock -name clk0 -period $clk_period [get_ports {ipClk}]

set non_clock_inputs [all_inputs -no_clocks]
set_input_delay [expr $clk_period * $clk_io_pct] -clock clk0 $non_clock_inputs
set_output_delay [expr $clk_period * $clk_io_pct] -clock clk0 [all_outputs]
$ cat ./design.v
module UART(
  input           ipClk,
  input           ipReset,
  input      [7:0]ipTxData,
  input           ipTxSend,
  output reg      opTxBusy,
  output reg      opTx,
  input           ipRx,
  output reg [7:0]opRxData,
  output reg      opRxValid
);
typedef enum{  
Wait,
Process
} tState;
tState txState;
tState rxState;
reg[9:0] txClkCount = 0; 
reg[9:0] rxClkCount = 0; 
reg[7:0] txData = 0;
reg[7:0] rxData = 0;
reg[3:0] BitsSent = 0; 
reg[3:0] BitsReceived = 0; 
wire txClkBaud = (txClkCount == 16);  
wire rxClkBaud = (rxClkCount == 16);  
reg Rx;
always @(posedge(ipClk)) begin
	if(txClkBaud) begin
		txClkCount <= 9'd1;
	end
	else begin 
		txClkCount <= txClkCount + 1'b1;
	end
	if (!ipReset) begin
		if (txClkBaud) begin  
			case(txState)
				Wait: begin 
					if (~ipTxSend) begin
						opTxBusy <= 0;  
						opTx <= 1;  
					end else begin
						txData <= ipTxData;
						opTxBusy <= 1;  
						opTx <= 0; 
						txState <= Process;
					end
				end
				Process: begin
					if (BitsSent != 8) begin
						txData <= txData >> 1;
						opTx <= txData;
						BitsSent <= BitsSent + 1;
					end else begin 
						opTx <= 1;
						BitsSent <= 0;
						txState <= Wait;
					end
				end
				default:;
			endcase
		end	
	end else begin  
		opTxBusy <= 0; 
		opTx <= 1;
		txClkCount <= 10'b0; 
		BitsSent <= 3'b0; 
		txState <= Wait;
		txData <= 8'b0;
	end
end
always @(posedge(ipClk)) begin
	Rx <= ipRx;
	if (!ipReset) begin
		if (rxState == Wait && Rx) begin
			rxClkCount <= 7;  
		end else if(rxClkBaud) begin
			rxClkCount <= 9'd1;
		end else begin 
			rxClkCount <= rxClkCount + 1'b1;
		end
		if (rxClkBaud) begin
			case (rxState)
				Wait: begin
					if (Rx) begin
						opRxValid <= 0;
					end else begin
						opRxValid <=0;
						rxState <= Process;
					end
				end 
				Process: begin
					if (BitsReceived != 8) begin
						rxData <= {Rx, rxData[7:1]};
						BitsReceived <= BitsReceived + 1;
					end else begin
						if (Rx == 1) begin
							opRxData <= rxData;
							rxData <= 0;
							opRxValid <= 1;
							BitsReceived <= 0; 
							rxState <= Wait;
						end
					end				
				end
				default:;
			endcase
		end else begin
			opRxValid <= 0;
		end
	end else begin  
		opRxValid <= 0; 
		BitsReceived <= 3'b0; 
		rxState <= Wait;
		rxData <= 8'b0;
		Rx <= 0;
	end
end
endmodule
==> qor.txt <==
Flip-flops with a built-in enable = 18
Slew headroom = 57.1%
Share of synthesized registers carrying an async set or reset = 0%
Latest clock arrival within the worst-skew pair = 0.34 ns
Number of H-tree levels = 3
Ant. Diodes = 0
Clk slew on worst S/H paths = 0.07 ns
Tally of unique sky130hd cells used after synthesis = 42
Post-layout period usage = 67.9%
Number of design-rule violations left by the first detailed-router iteration = 67
Switching part of the total = 23.6%
Clock buffers created by TritonCTS = 9
Average cell area after synthesis = 9.40 um2
Most frequent logic cells in the routed design = dfxtp_1, a21oi_1, nor2_1, nand2_1, clkdlybuf4s50_1
Kind of end point of the critical path = flip-flop
Number of standard cells reported by yosys = 292
First-pass GRT wire length = 8.94 mm
Finish-stage setup viols = 0
Remaining global-route overflow = 0
Int Power = 1.33 mW
Ports placed on the boundary = 23
Largest net degree at the start of global routing = 20
Area of the synthesized netlist per yosys stat = 0.00274 mm2
Cell depth of the worst flop-to-flop path = 6
IO buf count = 22
Net switching power figure = 410 uW
Outcome = completed
Sequential share of power = 52.2%
Comb. cell area = 0.00124 mm2
Initial DRT Pass Iterations = 4
Vias per cell = 4.95
Tally of max-capacitance violations = 0
Via count of the first global-routing pass = 1944
Category of the critical setup timing path = reg -> reg
Horizontal die dimension = 97.6 um
Total number of placement rows = 34
Logic gate share of total power = 5.1%
Hold violation count in the final report = 0
Max frequency = 0.508 GHz
Cell depth of the worst min-delay path = 0
Routed wirelength normalized by instance count = 11.7 um
Worst Clk Skew = 0.00878 ns
Commonest flop = dfxtp_1
Delay of the slowest critical-path stage = 0.51 ns
Leakage power = 1.12 nW
Top fanout value on the critical path = 14
Yosys warning count = 1
Class of the tightest hold or removal check = reg -> reg
Total negative slack for setup checks = 0 ns
Number of max-slew violations in the final report = 0
Max IR drop VDD = 0.284 mV
Endpoint, Worst Hold = opRxData[0]
Worst path slowest cell = or4_1
Post-route antenna net violation count = 0
Total number of vias = 2119
Fillers = 875
Cell count after synthesis = 292
Flop2flop setup slack = 0.93 ns
Height of the chip = 97.6 um
CTS tree = yes
Tool Warnings = 29
Hold-fix buffers, CTS = 0
Clock root buffer = clkbuf_8
Worst R2R Start = rxClkCount[0]
Area of the chip = 0.00953 mm2
Worst path cell trace = inv_1, ha_1, and4b_1, nand4_2, or4_1, a21oi_1
Fp util = 31.2%
DP Wirelength = 3.28 mm
Initial antenna violation count = 0
Final GP Congestion = 0.764
Startpoint Class = flip-flop
Min-Delay Startpoint = rxData[0]
Clock power frac = 42.8%
Cells resized by post-CTS repair = 0
Total Routing Usage GR = 11.5%
Maximum buffer depth of the clock tree = 2
RSZ-0062 raised after global routing = false
CTS Sinks = 60
Post-synthesis instance area = 0.00274 mm2
Area used by sequential logic in the layout = 0.00138 mm2
Floorplan core area = 0.00881 mm2
Drt total wl = 4.99 mm
DRC = 0
Pre-CTS setup slack = 0.714 ns
Cell family with most CP delay = simple AND/OR/NAND/NOR gates
Sum of buffers and inverters on the critical path = 1
Area growth from synthesis to layout = 19.1%
Post CTS Setup Buffer Count = 0
Final Critical Period = 1.97 ns
Layout cells sized above 1 = 9.38%
Arrival time at the worst endpoint = 2.24 ns
Synth Seq Share = 50.3%
Pwr per Cell Area = 531 mW/mm2
Most common library cell in the layout ignoring fill and taps = dfxtp_1
Ys flops = 60
Crit Reg-Reg Endpoint = BitsReceived[2]
Slew at the pin closest to its max-slew limit = 0.643 ns
Crit path setup slack, layout = 0.931 ns
Critical path data required time = 3.17 ns
[worst register-to-register path: stages, from the launching register on]
cell and delay, ns:
edfxtp_1 0.45, inv_1 0.09, ha_1 0.17, and4b_1 0.21, nand4_2 0.33, or4_1 0.51, a21oi_1 0.14
[sequential cells by signal, indices dropped and copies added (netlist names)]
name / count
opRxValid: 1
txClkCount: 10
txData: 8
opRxData: 8
BitsSent: 4
rxClkCount: 10
BitsReceived: 4
opTxBusy: 1
Rx: 1
txState: 2
rxData: 8
rxState: 2
opTx: 1
[power by group through the flow]
stage | sequential [mW] | combinational [mW] | clock [mW]
CTS | 0.905 | 0.0889 | 0.764
global route | 0.909 | 0.0991 | 0.808
finish | 0.906 | 0.0881 | 0.742
[layer usage]
layer  track usage [%]  wire length, um
met1              17.3             2520
met2              17.7             2210
met3              3.00              232
met4              1.40               29
met5                 0                0
[through the flow]
stage | hold slack [ns] | utilization (%) | cell area [um2] | cells | total power [mW]
2_1_floorplan | 0.408 | - | 2740 | 292 | 0.978
3_3_place_gp | 0.420 | 34.8 | 3070 | 412 | 1.01
3_5_place_dp | 0.419 | 34.8 | 3070 | 412 | 1.01
4_1_cts | 0.437 | 37.1 | 3270 | 428 | 1.76
5_1_grt | 0.466 | 37.1 | 3270 | 428 | 1.82
6_report | 0.434 | 37.1 | 3270 | 428 | 1.74
[worst max-delay path by stage]
stage                 start         endpoint  slack [ns]  depth (start not counted)
global route  rxClkCount[0]  BitsReceived[2]        0.74                          6
CTS           rxClkCount[0]  BitsReceived[2]        0.90                          6
finish        rxClkCount[0]  BitsReceived[2]        0.93                          6
[kinds of logic after synthesis]
group | Yosys count | synth area share (%)
flip-flops | 60 | 50.3
XOR/XNOR | 16 | 5.11
AND-OR/OR-AND | 57 | 11.6
buffers and inverters | 31 | 4.42
AND/OR/NAND/NOR | 112 | 21.7
multiplexers | 8 | 3.24
adder cells (fa/ha/maj) | 8 | 3.65
[cells in the mapped netlist, drive strengths merged (3+ instances only)]
| library cell | number | area (um2) |
|---|---|---|
| a21oi | 28 | 140 |
| and3 | 3 | 18.8 |
| buf | 4 | 20.0 |
| clkbuf | 9 | 33.8 |
| dfxtp | 42 | 841 |
| edfxtp | 18 | 541 |
| ha | 8 | 100 |
| inv | 18 | 67.6 |
| mux2 | 7 | 78.8 |
| nand2 | 22 | 82.6 |
| nand3 | 22 | 115 |
| nand4 | 14 | 93.8 |
| nor2 | 26 | 97.6 |
| nor3 | 8 | 40.0 |
| nor4 | 3 | 33.8 |
| o21ai | 19 | 95.1 |
| xnor2 | 12 | 105 |
| xor2 | 4 | 35.0 |
[area by class of cell]
class                           count  share of cell area, %
Multi-Input combinational cell    201                   38.0
Tap cell                          108                   4.14
Inverter                           18                   2.07
Timing Repair Buffer               25                   7.43
Clock buffer                        9                   3.79
Clock inverter                      7                   2.30
Sequential cell                    60                   42.3
Power figures rest on the tool's default switching activity, not on a simulated workload.
